==> flow/run.sh <==
#!/bin/bash
# OpenROAD 26Q1-2900-gdf79404cd8, Yosys 0.63+post, stock flow scripts
make -C /OpenROAD-flow-scripts/flow DESIGN_CONFIG=/design/flow/config.mk WORK_HOME=/design/flow/orfs finish
==> flow/constraint.sdc <==
current_design sha_256

set clk_period 66.4
set clk_io_pct 0.2

create_clock -name clk0 -period $clk_period [get_ports {i_clk}]

set non_clock_inputs [all_inputs -no_clocks]
set_input_delay [expr $clk_period * $clk_io_pct] -clock clk0 $non_clock_inputs
set_output_delay [expr $clk_period * $clk_io_pct] -clock clk0 [all_outputs]
==> flow/config.mk <==
export PLATFORM = sky130hd
export DESIGN_NAME = sha_256
export DESIGN_NICKNAME = sha_256
export VERILOG_FILES = /design/flow/design.v
export SDC_FILE = /design/flow/constraint.sdc
export NUM_CORES = 4
export LEC_CHECK = 1
export CORE_UTILIZATION = 30
==> flow/design.v <==
module sha256_counter_i (
    input wire        i_clk,
    input wire        i_rst,
    input wire        clr_i,
    input wire        cnt_i_en,
    output reg [7:0]  i
);
    always @(posedge i_clk or negedge i_rst) begin
        if (!i_rst) begin
            i <= 0;
        end else begin
            if (clr_i) i <= 0;
            else if (cnt_i_en) i <= i + 8'd1;
            else i <= i;
        end
    end
endmodule
module sha256_counter_j (
    input wire        i_clk,
    input wire        i_rst,
    input wire        clr_j,
    input wire        cnt_j_en,
    output reg [6:0]  j
);
    always @(posedge i_clk or negedge i_rst) begin
        if (!i_rst) begin
            j <= 0;
        end else begin
            if (clr_j) j <= 0;
            else if (cnt_j_en) j <= j + 7'd1;
            else j <= j;
        end
    end
endmodule
module sha256_functions (
    input  wire [6:0]  j,
    output wire [31:0] k_j
);
    reg [31:0] K_ROM [0:63];
    initial begin
        K_ROM[ 0] = 32'h428a2f98; K_ROM[ 1] = 32'h71374491; K_ROM[ 2] = 32'hb5c0fbcf; K_ROM[ 3] = 32'he9b5dba5;
        K_ROM[ 4] = 32'h3956c25b; K_ROM[ 5] = 32'h59f111f1; K_ROM[ 6] = 32'h923f82a4; K_ROM[ 7] = 32'hab1c5ed5;
        K_ROM[ 8] = 32'hd807aa98; K_ROM[ 9] = 32'h12835b01; K_ROM[10] = 32'h243185be; K_ROM[11] = 32'h550c7dc3;
        K_ROM[12] = 32'h72be5d74; K_ROM[13] = 32'h80deb1fe; K_ROM[14] = 32'h9bdc06a7; K_ROM[15] = 32'hc19bf174;
        K_ROM[16] = 32'he49b69c1; K_ROM[17] = 32'hefbe4786; K_ROM[18] = 32'h0fc19dc6; K_ROM[19] = 32'h240ca1cc;
        K_ROM[20] = 32'h2de92c6f; K_ROM[21] = 32'h4a7484aa; K_ROM[22] = 32'h5cb0a9dc; K_ROM[23] = 32'h76f988da;
        K_ROM[24] = 32'h983e5152; K_ROM[25] = 32'ha831c66d; K_ROM[26] = 32'hb00327c8; K_ROM[27] = 32'hbf597fc7;
        K_ROM[28] = 32'hc6e00bf3; K_ROM[29] = 32'hd5a79147; K_ROM[30] = 32'h06ca6351; K_ROM[31] = 32'h14292967;
        K_ROM[32] = 32'h27b70a85; K_ROM[33] = 32'h2e1b2138; K_ROM[34] = 32'h4d2c6dfc; K_ROM[35] = 32'h53380d13;
        K_ROM[36] = 32'h650a7354; K_ROM[37] = 32'h766a0abb; K_ROM[38] = 32'h81c2c92e; K_ROM[39] = 32'h92722c85;
        K_ROM[40] = 32'ha2bfe8a1; K_ROM[41] = 32'ha81a664b; K_ROM[42] = 32'hc24b8b70; K_ROM[43] = 32'hc76c51a3;
        K_ROM[44] = 32'hd192e819; K_ROM[45] = 32'hd6990624; K_ROM[46] = 32'hf40e3585; K_ROM[47] = 32'h106aa070;
        K_ROM[48] = 32'h19a4c116; K_ROM[49] = 32'h1e376c08; K_ROM[50] = 32'h2748774c; K_ROM[51] = 32'h34b0bcb5;
        K_ROM[52] = 32'h391c0cb3; K_ROM[53] = 32'h4ed8aa4a; K_ROM[54] = 32'h5b9cca4f; K_ROM[55] = 32'h682e6ff3;
        K_ROM[56] = 32'h748f82ee; K_ROM[57] = 32'h78a5636f; K_ROM[58] = 32'h84c87814; K_ROM[59] = 32'h8cc70208;
        K_ROM[60] = 32'h90befffa; K_ROM[61] = 32'ha4506ceb; K_ROM[62] = 32'hbef9a3f7; K_ROM[63] = 32'hc67178f2;
    end
    assign k_j = K_ROM[j];
endmodule
module sha256_scheduler (
    input wire clk,
    input wire rst,
    input wire [511:0] i_block,
    input wire i_enable,
    output reg [31:0] W_out
);
    parameter  IDLE = 2'd0,
               LOAD = 2'd1,
               GEN  = 2'd2; 
    wire [31:0] w_new;
    reg [1:0] state, next_state;
    reg [511:0] i_block_reg;
    reg [31:0] w_mem [0:15];
    reg [5:0] j;
    assign w_new = sigma1(w_mem[14]) + w_mem[9] + sigma0(w_mem[1]) + w_mem[0];
    function [31:0] sigma0(input [31:0] x);
        sigma0 = {x[6:0], x[31:7]} ^ {x[17:0], x[31:18]} ^ (x >> 3);
    endfunction
    function [31:0] sigma1(input [31:0] x);
        sigma1 = {x[16:0], x[31:17]} ^ {x[18:0], x[31:19]} ^ (x >> 10);
    endfunction
    always @(*) begin
        next_state = state;
        case (state)
            IDLE: begin
                if (i_enable) next_state = LOAD;
            end
            LOAD: begin
                if (j == 6'd15) begin
                    next_state = GEN;
                end;
            end
            GEN: begin
                if (j == 6'd63) begin
                    next_state = IDLE;
                end
            end
            default: next_state = state;
        endcase
    end
    always @(posedge clk or negedge rst) begin
        if (!rst) begin
            state <= IDLE;
            j <= 0;
            W_out <= 0;
            i_block_reg <= 0;
            w_mem[0]  <= 0;
            w_mem[1]  <= 0;
            w_mem[2]  <= 0;
            w_mem[3]  <= 0;
            w_mem[4]  <= 0;
            w_mem[5]  <= 0;
            w_mem[6]  <= 0;
            w_mem[7]  <= 0;
            w_mem[8]  <= 0;
            w_mem[9]  <= 0;
            w_mem[10] <= 0;
            w_mem[11] <= 0;
            w_mem[12] <= 0;
            w_mem[13] <= 0;
            w_mem[14] <= 0;
            w_mem[15] <= 0;
        end else begin
            state <= next_state;
            i_block_reg <= i_block;
            case (state)
                IDLE: begin
                    j <= 0;
                    W_out <= 0;
                end
                LOAD: begin
                    w_mem[j] <= i_block_reg[511 - j*32 -: 32];
                    W_out <= i_block_reg[511 - j*32 -: 32];
                    j <= j + 1;
                end
                GEN: begin
                    W_out <= w_new;
                    w_mem[0] <= w_mem[1];
                    w_mem[1] <= w_mem[2];
                    w_mem[2] <= w_mem[3];
                    w_mem[3] <= w_mem[4];
                    w_mem[4] <= w_mem[5];
                    w_mem[5] <= w_mem[6];
                    w_mem[6] <= w_mem[7];
                    w_mem[7] <= w_mem[8];
                    w_mem[8] <= w_mem[9];
                    w_mem[9] <= w_mem[10];
                    w_mem[10] <= w_mem[11];
                    w_mem[11] <= w_mem[12];
                    w_mem[12] <= w_mem[13];
                    w_mem[13] <= w_mem[14];
                    w_mem[14] <= w_mem[15];
                    w_mem[15] <= w_new;
                    if (j < 63) begin
                        j <= j + 1;
                    end
                end
                default: state <= next_state;
            endcase
        end
    end
    reg [60:0] display;
    always @(*) begin
        case(state)
            IDLE: display = "IDLE";
            LOAD: display = "LOAD";
            GEN:  display = "GEN ";
            default: display = "UNKNOW";
        endcase
    end
endmodule
module sha_256(
    input wire i_clk,
    input wire i_rst,
    input wire i_enable,
    input [511:0] i_data,
    input [7:0] i_N,
    output reg [255:0] o_data,
    output reg o_done
);
    parameter IDLE = 2'd0,
              INITIAL = 2'd1,
              COMPRESS = 2'd2,
              FINISH = 2'd3;  
    reg [1:0] state, next_state;
    reg [31:0] a,b,c,d,e,f,g,h;
    reg [31:0] H [0:7];
    reg cnt_j_en, cnt_i_en;
    reg clr_j, clr_i;
    wire [31:0] w_out;
    wire [31:0] k_j;
    wire [6:0] counter_j;
    wire [7:0] counter_i;
    sha256_counter_j u_counter_j(
        .i_clk(i_clk),
        .i_rst(i_rst),
        .clr_j(clr_j),
        .cnt_j_en(cnt_j_en),
        .j(counter_j)
    );
    sha256_counter_i u_counter_i(
        .i_clk(i_clk),
        .i_rst(i_rst),
        .clr_i(clr_i),
        .cnt_i_en(cnt_i_en),
        .i(counter_i)
    );
    sha256_scheduler u_scheduler(
        .clk(i_clk),
        .rst(i_rst),
        .i_block(i_data),
        .i_enable(i_enable),
        .W_out(w_out)
    );
    sha256_functions u_functions (
        .j(counter_j),
        .k_j(k_j)
    );
    always @(*) begin
        clr_j   = 0;
        clr_i   = 0;
        cnt_i_en = 0;
        cnt_j_en = 0;
        next_state = state;
        case(state)
            IDLE: begin
                clr_j = 1;
                clr_i = 1;
                if (i_enable) next_state = INITIAL;
            end
            INITIAL: begin
                next_state = COMPRESS;
                cnt_i_en = 1;
            end
            COMPRESS: begin
                cnt_j_en = 1;
                if (counter_j == 7'd64) begin
                    next_state = FINISH;
                    clr_j = 1;
                    cnt_j_en = 0;
                end
            end
            FINISH: begin
                if (i_enable) next_state = INITIAL;
                else if(counter_i == i_N) next_state = IDLE;
            end
            default: next_state = state;
        endcase
    end
    always@(posedge i_clk or negedge i_rst) begin
        if(!i_rst) begin
            state <= IDLE;
            a <= 0; b <= 0; c <= 0; d <= 0; e <= 0; f <= 0; g <= 0; h <= 0;
            o_done <= 0;
            o_data <= 0;
            H[0] <= 32'h6a09e667;
            H[1] <= 32'hbb67ae85;
            H[2] <= 32'h3c6ef372;
            H[3] <= 32'ha54ff53a;
            H[4] <= 32'h510e527f;
            H[5] <= 32'h9b05688c;
            H[6] <= 32'h1f83d9ab;
            H[7] <= 32'h5be0cd19;
        end else begin
            state <= next_state;
            case(state)
                IDLE: begin
                    o_done <= 1;
                    a <= H[0]; b <= H[1];
                    c <= H[2]; d <= H[3];
                    e <= H[4]; f <= H[5];
                    g <= H[6]; h <= H[7];
                    if (i_enable) begin
                        o_done <= 0;
                    end
                    state <= next_state;
                end
                INITIAL: begin
                    o_done <= 0;
                    a <= H[0]; b <= H[1];
                    c <= H[2]; d <= H[3];
                    e <= H[4]; f <= H[5];
                    g <= H[6]; h <= H[7];
                    state <= next_state;
                end
                COMPRESS: begin
                    a <= t1 + t2;
                    b <= a;
                    c <= b;
                    d <= c;
                    e <= d + t1;
                    f <= e;
                    g <= f;
                    h <= g;
                    if (counter_j == 7'd64) begin
                        o_done <= 1;
                        H[0] <= a + H[0];
                        H[1] <= b + H[1];
                        H[2] <= c + H[2];
                        H[3] <= d + H[3];
                        H[4] <= e + H[4];
                        H[5] <= f + H[5];
                        H[6] <= g + H[6];
                        H[7] <= h + H[7];
                    end 
                    state <= next_state;
                end
                FINISH: begin
                    if (counter_i == i_N) begin
                        o_data <= {
                            H[0],
                            H[1],
                            H[2],
                            H[3],
                            H[4],
                            H[5],
                            H[6],
                            H[7]
                        };
                    end
                    state <= next_state;
                end
            endcase
        end
    end
    function [31:0] CH(input [31:0] e, f, g);
        CH = (e & f) ^ (~e & g);
    endfunction
    function [31:0] MAJ(input [31:0] a, b, c);
        MAJ = (a & b) ^ (a & c) ^ (b & c);
    endfunction
    function [31:0] SIG0(input [31:0] x);
        SIG0 = {x[1:0], x[31:2]} ^ {x[12:0], x[31:13]} ^ {x[21:0], x[31:22]};
    endfunction
    function [31:0] SIG1(input [31:0] x);
        SIG1 = {x[5:0], x[31:6]} ^ {x[10:0], x[31:11]} ^ {x[24:0], x[31:25]};
    endfunction
    wire [31:0] t1 = h + SIG1(e) + CH(e, f, g) + k_j + w_out;
    wire [31:0] t2 = SIG0(a) + MAJ(a, b, c);
    reg[8*8:0] DISPLAY;
    always@(*) begin
        case(state) 
            IDLE: DISPLAY = "IDLE";
            INITIAL: DISPLAY = "INITIAL";
            COMPRESS: DISPLAY = "COMPRESS";
            FINISH: DISPLAY = "FINISH";
            default: DISPLAY = "UNKNOW";
        endcase
    end
endmodule
==> results.cfg <==
; yosys + openroad results
[run_status]
status = finished clean

[cells_and_area]
drive_above_1_share = 0.113
stdcell_area_um2 = 119000
layout_top_cell = dfrtp_1
finish.utilization = 0.363
final_cell_mix = dfrtp_1 (1705), a21oi_1 (1377), nand2_1 (813)
fill_cells = 32197
area_growth_pct = 20.1

[final_timing]
fmax_ghz = 0.0584
final-max-slew-violation-count = 0
rsz0062_at_grt = no
skew_ns = 0.144
finalSetupViolations = 0
fin_crit_sh = 0.258
tns_ns = 0
relSlewSlack = 0.349
fin_ws_ns = 49.29
worst_pin_slew_ns = 0.967
worst_hold_slack_ns = 0.472
post-route-min-period_ns = 17.11
hold_violations = 0

[drt]
wl_mm = 349
antenna_left = 0
post_drt_wl_per_cell_um = 23.5
vias = 75729
drt-initial-drc-count = 5607
drc_errors = 0
viasPerCell = 5.09
first_pass_iters = 6

[synthesis]
synthCells = 9776
ys_seq_frac = 0.469
ys_sh_aoi = 0.164
synth.distinct_cells = 97
ys.flop_type = dfrtp_1
ys_top_cells_by_area = dfrtp_1 (43%), a21oi_1 (6.9%), ha_1 (5.0%), fa_1 (3.9%), mux4_2 (3.7%)
synth_top_area_share = 0.432
fa_ha_area_frac = 0.0896
top_logic_kind = AND-OR/OR-AND gates
yosys_area_um2 = 99300
ys_cells = 9776
syn_area_per_cell_um2 = 10.2
synthXorXnorAreaFrac = 0.0509
edf_count = 0
syn_area_um2 = 99300
synthSimpleGateAreaFrac = 0.0919
yosysTopAreaCell = dfrtp_1
async_reset_ff_frac = 1.00
ys.flops = 1853
synthMuxAreaShare = 0.0935
synth_warnings = 7

[min_path]
holdPathStages = 2
hold_end = u_scheduler.w_mem[5][6]$_DFFE_PN0P_
hp-start = u_scheduler.w_mem[6][6]$_DFFE_PN0P_
hold_class = reg2reg

[critical_path]
path_class = in2async
startpoint_type = primary input
reg2reg_depth = 35
end_kind = asynchronous set/reset pin
r2r_setup_slack_ns = 55.19
required_ns = 67.39
reg2reg_to = a[30]$_DFFE_PN0P_
worstPathArrival_ns = 18.11
crit_path_max_fanout = 111
rr_startpoint = u_counter_j.j[0]$_DFFE_PN0P_

[cts]
cts_tree = yes
postCtsSetupBuffers = 0
clockBufferDepth = 4
cts_resized = 0
cts_buffers = 213
clkLatencyLatePin_ns = 0.95
cts.sinks = 1853
h-tree-depth = 4
postCtsHoldBufs = 0
clkTransAtPathRegs_ns = 0.06
cts_root_buf = clkbuf_16

[placed_design]
placed_area_um2 = 112000
port_buffers = 779
dp_hpwl_mm = 267
pre_cts_slack_ns = 48.02
place_congestion = 1.01

[floorplan]
io_pins = 780
die_w_um = 577
placementRows = 210
core_um2 = 328000
chipArea_um2 = 333000
die_h_um = 577
fp-utilization = 0.302

[job]
drv_cap = 0
warnings = 65

[global_route]
grtUsageTotal = 0.217
grt_pass1_vias = 73978
gr-total-overflow = 0
grt_max_degree = 135
antenna_found_initial = 56
grt_pass1_wl_mm = 513
## per-stage QoR
step | std cells
2_1_floorplan | 9776
3_3_place_gp | 14474
3_5_place_dp | 14474
4_1_cts | 14863
5_1_grt | 14882
6_report | 14892
## cell families after synthesis
logic type      Yosys count
compound gates         2850
xor+xnor                574
fa+ha+maj               595
buf+inv                1094
flops                  1853
mux                     686
simple gates           2124
## synthesized netlist by cell type (165+ instances only)
master,count
fa_1,195
clkbuf_1,546
mux2_2,280
a21oi_1,1377
nor2_1,806
a21o_1,179
inv_1,470
ha_1,397
xnor2_1,341
xor2_1,231
mux2i_1,239
o21ai_0,599
dfrtp_1,1715
nand2_1,815
mux4_2,165
## routing by layer
metal / global-route usage / up-vias / wire, um
met4: 0.0847 / 22 / 16800
met1: 0.298 / 37361 / 143000
met2: 0.334 / 2399 / 161000
met5: 0 / - / 144
li1: - / 35359 / -
met3: 0.0609 / 588 / 28200
## critical path: stages
cell and delay, ns:
buf_16 0.33, buf_4 0.57, buf_4 0.61, buf_4 0.58, buf_4 0.65, buf_4 0.60, buf_4 0.58, buf_4 0.70
## final cells by class
type / count / area [um^2] / share of cell area
clock inverters: 86 / 1130 / 0.00950
repair buffers: 972 / 9350 / 0.0784
inverters: 474 / 1780 / 0.0149
clock buffers: 303 / 6100 / 0.0511
diodes: 29 / 72.6 / 0.000608
well taps: 4346 / 5440 / 0.0456
multi-input cells: 6829 / 48900 / 0.410
flip-flops and latches: 1853 / 46600 / 0.390
## worst max-delay path by stage
stage / from / end / slack [ns]
CTS: i_rst / u_scheduler.i_block_reg[393]$_DFF_PN0_ / 49.05
global route: i_rst / u_scheduler.i_block_reg[465]$_DFF_PN0_ / 48.52
finish: i_rst / u_scheduler.i_block_reg[361]$_DFF_PN0_ / 49.29
